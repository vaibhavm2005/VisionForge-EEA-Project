==> design/flow/design.v <==
module CarParkingSystem(
    input clk,
    input reset,
    input entrance_sensor,
    input exit_sensor,
    input [3:0] password,
    input enter_pass,
    output reg gate_open,
    output reg [2:0] state
);
parameter IDLE = 3'b000;
parameter PASSWORD_CHECK = 3'b001;
parameter GATE_OPEN = 3'b010;
parameter PARKING = 3'b011;
parameter GATE_CLOSE = 3'b100;
parameter WRONG_PASSWORD = 3'b101;
reg [3:0] correct_password = 4'b1010;  
reg [1:0] attempt_counter;
always @(posedge clk or posedge reset) begin
    if (reset) begin
        state <= IDLE;
        gate_open <= 0;
        attempt_counter <= 0;
    end else begin
        case (state)
            IDLE: begin
                if (entrance_sensor) begin
                    state <= PASSWORD_CHECK;
                end
            end
            PASSWORD_CHECK: begin
                if (enter_pass) begin
                    if (password == correct_password) begin
                        state <= GATE_OPEN;
                        attempt_counter <= 0;
                    end else begin
                        attempt_counter <= attempt_counter + 1;
                        if (attempt_counter < 2) begin
                            state <= WRONG_PASSWORD;
                        end else begin
                            state <= IDLE;
                            attempt_counter <= 0;
                        end
                    end
                end
            end
            WRONG_PASSWORD: begin
                state <= PASSWORD_CHECK;
            end
            GATE_OPEN: begin
                gate_open <= 1;
                if (exit_sensor) begin
                    state <= PARKING;
                end
            end
            PARKING: begin
                state <= GATE_CLOSE;
            end
            GATE_CLOSE: begin
                gate_open <= 0;
                state <= IDLE;
            end
            default: state <= IDLE;
        endcase
    end
end
endmodule
==> design/flow/run.sh <==
#!/bin/bash
# OpenROAD 26Q1-2900-gdf79404cd8, Yosys 0.63+post, stock flow scripts
make -C /OpenROAD-flow-scripts/flow DESIGN_CONFIG=/design/flow/config.mk WORK_HOME=/design/flow/orfs finish
==> design/flow/config.mk <==
export PLATFORM = sky130hd
export DESIGN_NAME = CarParkingSystem
export DESIGN_NICKNAME = CarParkingSystem
export VERILOG_FILES = /design/flow/design.v
export SDC_FILE = /design/flow/constraint.sdc
export NUM_CORES = 4
export LEC_CHECK = 1
export CORE_AREA = 10 10 70 70
export DIE_AREA = 0 0 80 80
==> design/flow/constraint.sdc <==
current_design CarParkingSystem

set clk_period 2.8
set clk_io_pct 0.2

create_clock -name clk0 -period $clk_period [get_ports {clk}]

set non_clock_inputs [all_inputs -no_clocks]
set_input_delay [expr $clk_period * $clk_io_pct] -clock clk0 $non_clock_inputs
set_output_delay [expr $clk_period * $clk_io_pct] -clock clk0 [all_outputs]
==> flow_metrics.env <==
# physical design summary
export IMPL_outcome="finished, final reports clean"
export IMPL_power_mw=0.346
export IMPL_tightest_slew_ns=0.233
export IMPL_startpoint_type="register"
export IMPL_row_count=21
export IMPL_htreeDepth=1
export IMPL_drt_iter0_drc=4
export IMPL_irDropWorstVdd_uv=263
export IMPL_fin_setup_tns_ns=0
export IMPL_cts_resized=0
export IMPL_synth_top_cell_area_share_pct=50.2
export IMPL_root_buffer="clkbuf_4"
export IMPL_yosys_top_cells_area="dfrtp_1, o21ai_0, nand2_1"
export IMPL_die_height_um=80
export IMPL_fp_util_pct=8.75
export IMPL_fill_cells=400
export IMPL_ys_cells=30
export IMPL_dp_hpwl_um=674
export IMPL_grt_ovfl_total=0
export IMPL_grt_pass1_vias=286
export IMPL_routed_wl_um=819
export IMPL_grt_total_usage_pct=2.65
export IMPL_crit_type="reg2out"
export IMPL_syn_area_um2=299
export IMPL_crit_path_end_kind="output port"
export IMPL_cp_required_ns=2.24
export IMPL_ant_nets=0
export IMPL_first_pass_iters=4
export IMPL_clock_latency_ns=0.25
export IMPL_ys_chip_area_um2=299
export IMPL_top_area_cell="dfrtp_1"
export IMPL_max_slew_margin_pct=84.3
export IMPL_numCtsBuffers=3
export IMPL_finalCriticalPeriod_ns=1.76
export IMPL_slew_violations=0
export IMPL_hold_ws_ns=0.508
export IMPL_fin_crit_sh_pct=62.7
export IMPL_layout_top_cells="clkdlybuf4s50_1, dfrtp_1, nand2_1"
export IMPL_crit_chain="clkdlybuf4s50_1"
export IMPL_hold_path_class="reg2reg"
export IMPL_ys_seq_share_pct=50.2
export IMPL_antenna_found_initial=0
export IMPL_rsz0062_at_grt="no"
export IMPL_cp_slowest_stage_delay_ns=0.51
export IMPL_hold_path_startpoint="attempt_counter[1]$_DFFE_PP0P_"
export IMPL_port_buffers=12
export IMPL_grt_max_degree=9
export IMPL_cp_startpoint="state[2]$_DFFE_PP0P_"
export IMPL_clkSinkCount=6
export IMPL_post_drt_wl_per_cell_um=9.00
export IMPL_dieArea_mm2=0.00640
export IMPL_crit_fanout=7
export IMPL_finalWeightedCongestion=0.704
export IMPL_grt_pass1_wl_mm=1.35
export IMPL_clk_path_buf_depth=2
export IMPL_stdcell_count=91
export IMPL_remaining_drc_errors=0
export IMPL_cts_tree="done"
export IMPL_logic_area_um2=141
export IMPL_power_leakage_nw=0.200
export IMPL_num_antenna_cells=0
export IMPL_seq_area_um2=150
export IMPL_ys_types=16
export IMPL_mostFrequentLayoutCell="clkdlybuf4s50_1"
export IMPL_hold_viol_final=0
export IMPL_final_setup_viol_count=0
export IMPL_max_cap_viol_count=0
export IMPL_place_inst=88
export IMPL_crit_buf_inv=1
export IMPL_numSynthFlops=6
export IMPL_p_per_area_mw_per_mm2=693
export IMPL_hold_buffers=0
export IMPL_rrSetupSlack_ns=1.64
export IMPL_num_io_pins=13
export IMPL_crit_family="buffers and inverters"
export IMPL_max_freq_mhz=569
export IMPL_crit_arrival_ns=1.20
export IMPL_final_layout_size_suffix_gt1_share_pct=8.89
export IMPL_reg2reg_from="state[2]$_DFFE_PP0P_"
export IMPL_ys_warn_count=1
export IMPL_synthCells=30
export IMPL_syn_area_per_cell_um2=9.97
export IMPL_viasPerCell=3.12
export IMPL_area_delta_synth_final_pct=66.9
export IMPL_fin_skew_ns=0.00402
export IMPL_vias=284
export IMPL_warning_count=25
export IMPL_clk_pin_slew_ns=0.05
export IMPL_dieWidth_um=80
export IMPL_crit_slowest_cell="clkdlybuf4s50_1"
export IMPL_post_cts_buffers=0
export IMPL_core_mm2=0.00342
stage by stage:
stage	utilization [%]	instance area, µm²	worst slack [ns]
final	14.6	499	1.04
after global routing	14.6	499	0.960
after CTS	14.6	499	1.01
after detailed placement	14.0	477	1.05
after global placement	14.0	477	1.05
after floorplan	-	299	1.56
area by class of cell:
type	count	share of cell area, %
Sequential cell	6	30.1
Multi-Input combinational cell	22	28.3
Timing Repair Buffer	12	24.1
Tap cell	46	11.5
Clock buffer	3	4.51
Inverter	2	1.50
power breakdown:
group	switching, mW	internal [mW]	leakage [nW]
combinational	0.0432	0.0734	0.110
clock	0.0328	0.0486	0.0138
sequential	0.0319	0.116	0.0760
total	0.108	0.238	0.200
per-layer routing:
layer,GRT usage [%],wire (µm),vias to the layer above
li1,-,-,140
met1,3.09,327,131
met2,4.17,415,11
met3,1.59,63,2
met4,0.352,12,0
met5,0,0,-
cells in the mapped netlist:
| cell type | count |
|---|---|
| a22o_1 | 1 |
| nand2_1 | 5 |
| or2_1 | 1 |
| nor4_1 | 1 |
| a21o_1 | 1 |
| dfrtp_1 | 6 |
| nand3_1 | 1 |
| o21ai_0 | 4 |
| and4bb_1 | 1 |
| inv_1 | 2 |
| nor2b_1 | 2 |
| nor2_1 | 1 |
| and4bb_2 | 1 |
| nand4bb_1 | 1 |
| a32oi_1 | 1 |
| o21bai_1 | 1 |
sequential cells by signal (all words and copies together), names as in the netlist:
signal           cells
attempt_counter      2
gate_open            1
state                3
cells by family (layout without fill, tap and decap cells):
logic type             after synthesis  count (layout)  share of synthesized area [%]
and+or+nand+nor                     14              14                           29.7
DFF                                  6               6                           50.2
buffers and inverters                2              17                           2.51
AOI/OAI and AO/OA                    8               8                           17.6
worst paths after layout:
check | to | cells past startpoint
max | state[2] | 1
min | attempt_counter[1]$_DFFE_PP0P_ | 2
max reg2reg | attempt_counter[0]$_DFFE_PP0P_ | 3
min reg2reg | attempt_counter[1]$_DFFE_PP0P_ | 2
max in group asynchronous | attempt_counter[1]$_DFFE_PP0P_ | 2
min in group asynchronous | gate_open$_DFFE_PP0P_ | 2
Power is estimated from default activity; no workload was simulated.
